===== run.sh =====
#!/bin/bash
# OpenROAD 26Q1-2900-gdf79404cd8, Yosys 0.63+post, stock flow scripts
make -C /OpenROAD-flow-scripts/flow DESIGN_CONFIG=/design/flow/config.mk WORK_HOME=/design/flow/orfs finish

===== config.mk =====
export PLATFORM = sky130hd
export DESIGN_NAME = Traffic
export DESIGN_NICKNAME = Traffic
export VERILOG_FILES = /design/flow/design.v
export SDC_FILE = /design/flow/constraint.sdc
export NUM_CORES = 4
export LEC_CHECK = 1
export CORE_AREA = 10 10 79 79
export DIE_AREA = 0 0 89 89
export SYNTH_HDL_FRONTEND = slang

===== constraint.sdc =====
current_design Traffic

set clk_period 6.0
set clk_io_pct 0.2

create_clock -name clk0 -period $clk_period [get_ports {CLK}]

set non_clock_inputs [all_inputs -no_clocks]
set_input_delay [expr $clk_period * $clk_io_pct] -clock clk0 $non_clock_inputs
set_output_delay [expr $clk_period * $clk_io_pct] -clock clk0 [all_outputs]

===== design.v =====
`timescale 1ns / 1ps
module Traffic( CLK, SENSOR, TL1R, TL1Y, TL1G, TL2R, TL2Y, TL2G );
	input CLK, SENSOR;
	output TL1R, TL1Y, TL1G, TL2R, TL2Y, TL2G;
	reg TL1R = 0, 
		 TL1Y = 0, 
		 TL1G = 0, 
		 TL2R = 0, 
		 TL2Y = 0, 
		 TL2G = 0;
	reg [5:0] G_COUNT = 0;
	reg [5:0] Y1_COUNT = 0;
	reg [5:0] Y2_COUNT = 0;
	reg [5:0] TIMER = 0;
	initial begin
		TL2R = 1;
		TL1G = 1;
	end
	always@(posedge CLK) begin
		TIMER = TIMER + 1;
		if (SENSOR == 1) begin
			if( TL2R && TL1G ) begin
				if (TIMER < 40) begin
					TIMER = TIMER + 1;
				end
				else begin
					TL1G <= 0;
					TL1Y <= 1;
					TIMER = 0;
				end
			end
			if (TL1Y) begin
				if(TIMER < 3) 
					TIMER = TIMER + 1;
				else begin
					TL1Y <= 0;
					TL2R <= 0;
					TL1R <= 1;
					TL2G <= 1;
					TIMER = 0;
				end
			end
			if(TL2G && TL1R) begin
				if (TIMER < 10)
					TIMER = TIMER + 1;
				else begin
					TL2G <= 0;
					TL2Y <= 1;
					TIMER = 0;
				end
			end
			if (TL2Y) begin
				if (TIMER < 3)
					TIMER = TIMER + 1;
				else begin
					TL2Y <= 0;
					TL2R <= 1;
					TL1R <= 0;
					TL1G <= 1;
					TIMER = 0;
				end
			end
		end
		if(SENSOR == 0)
			TIMER = 0;
	end
endmodule

==> reports/qor.yml <==
power_and_ir_drop:
  ir_worst_vdd_v: 0.000311
  sw_power_uw: 351
  power_leakage_uw: 0.000522
  power.sequential.fraction_pct: 24.1
  switching_fraction_pct: 47.3
  cell_internal_pwr_uw: 391
  power_frac_comb_pct: 64.3
  pwr_density_cell_nw_per_um2: 536
  clock_power_share_pct: 11.7
  totalPowerFinal_uw: 742
grt:
  first_global_vias: 996
  grt_overflow_total: 0
  grt_max_degree: 13
  grt_pass1_wl_mm: 4.64
  number_of_antenna_violations_at_the_first_check_in_global_routing: 0
  overall_global_routing_resource_usage_pct: 7.20
cells_and_area:
  filler_free_cell_count_of_the_finished_design: 204
  area_delta_synth_final_pct: 12.8
  drive_above_1_share_pct: 16.7
  final-seq-area_um2: 300
  utilization_pct: 29.7
  fillcell_total: 480
  area.combinational_um2: 851
routing:
  wl_mm: 2.75
  antenna_left: 0
  post_drt_wl_per_cell_um: 13.5
  drc: 0
  detail_route.vias_per_cell: 5.37
  diodes: 0
  via_count: 1095
  detail_route.iter0.violations: 135
  detail_route.first_pass.iterations: 4
outcome:
  run_status: "completed"
logic_synthesis:
  ys_seq_elements: 12
  synth.yosys.chip_area_um2: 1230
  syn_area_per_cell_um2: 8.47
  netlist_area_um2: 1230
  yosys_warnings: 0
  synth_async_sr_flop_share_pct: 0
  top_area_share_pct: 14.7
  ys_top_cells_by_area: "edfxtp_1, dfxtp_1, ha_1"
  synthesis.instances: 145
  synth-cells-yosys: 145
  ys_top_cells_by_count: "nand2_1, inv_1, nand3_1, nor2_1"
  edff_count_synth: 6
  largest_area_cell: "edfxtp_1"
  synth_top_cell_by_count: "nand2_1"
  ff_type: "edfxtp_1"
  yosysSeqAreaShare_pct: 24.5
  yosysUniqueCellTypes: 61
worst_setup_path:
  timing.reg2reg.setup_slack_ns: 1.46
  total_stage_count_of_the_critical_path: 18
  setup.worst_path.start_class: "register"
  cp.arrival_ns: 4.53
  crit_required_ns: 5.99
  reg2regPathDepth: 18
  slowest_delay_ns: 0.57
  worstSetupStartpoint: "TIMER[0]"
  path_class: "register to register"
  end_kind: "register"
  worstReg2RegEnd: "TL1G"
  timing.critical_path.to: "TL1G"
  crit_family: "simple AND/OR/NAND/NOR gates"
  timing.critical_path.slowest_stage_cell: "dfxtp_1"
  path_max_fanout: 11
  worstPathBufferInverterCount: 2
  worst_path_most_repeated_cell: "ha_1"
  worstReg2RegStart: "TIMER[0]"
  cp_cell_sequence: "ha_1 > and3b_1 > o31ai_4 > nor2_2 > o21ai_0 > and2_1 > ha_1 > nor4_1 > nand2_1 > mux2_2 > inv_1 > ha_1 > inv_1 > o22ai_1 > ha_1 > nor3_1 > o21ai_2 > a22o_1"
clock_tree:
  number_of_cts_inserted_buffers: 3
  ctsHtreeMaxLevel: 1
  clock_insertion_delay_worst_skew_ns: 0.24
  post_cts_resize_count: 0
  clkSinkCount: 12
  tritoncts: "built"
  postCtsSetupRepairBufs: 0
  ctsHoldBuffers: 0
  clkTransAtPathRegs_ns: 0.05
  number_of_buffers_on_the_longest_clock_path: 2
  cts_root_buffer: "clkbuf_8"
floorplanning:
  die_h_um: 89
  fp.dieArea_um2: 7920
  placeableCoreArea_um2: 4660
  io_pins: 8
  die_w_um: 89
  initCoreUtil_pct: 26.3
  core.rowCount: 25
timing:
  clock-skew-final_ns: 0.00187
  fin_ws_ns: 1.46
  fin_crit_ns: 4.54
  max-slew-margin-rel_pct: 54.1
  maxClockFrequency_mhz: 220
  totalNegativeSetupSlack_ns: 0
  grt_setup_unrepaired: "false"
  final_worst_path_period_share_pct: 75.7
  number_of_hold_violations_in_the_final_report: 0
  timing_max_transition_violations_final: 0
  tightestPinTransition_ns: 0.671
  finalSetupViolations: 0
hold_path:
  hold_path_depth: 2
  worst_min_delay_path_category: "register to register"
job:
  log.warning_count: 26
  cap_violations: 0
place:
  place.gp.congestion: 0.903
  place.detailed.instances: 200
  dp_worst_setup_slack_ns: 1.58
  detailed_place_hpwl_mm: 2.15
  number_of_i_o_port_buffers: 7
-- metal layers --
metal	wire [um]	track usage [%]	vias to the layer above
li1	-	-	547
met1	1390	10.9	509
met2	1190	10.6	37
met3	147	1.47	2
met4	15	0.723	0
met5	0	0	-
-- cell usage in the layout, fill, tap and decap left out, types with 2 or more instances in the layout --
| cell | count |
|---|---|
| clkdlybuf4s50_1 | 7 |
| xnor2_1 | 4 |
| or3_1 | 2 |
| mux2i_1 | 3 |
| o21ai_0 | 4 |
| xor2_1 | 3 |
| o2111ai_1 | 2 |
| o22ai_1 | 3 |
| edfxtp_1 | 6 |
| nand3_1 | 7 |
| and2_1 | 3 |
| and3_1 | 2 |
| o31ai_1 | 2 |
| o21ai_1 | 2 |
| dfxtp_1 | 6 |
| nor3_1 | 3 |
| a22o_1 | 2 |
| clkbuf_8 | 4 |
| mux2_2 | 2 |
| o211ai_1 | 2 |
| nand2_1 | 15 |
| or2_1 | 2 |
| a21oi_1 | 5 |
| o21ai_2 | 2 |
| ha_1 | 6 |
| a31oi_1 | 2 |
| inv_1 | 10 |
| a21oi_2 | 2 |
| nor2_1 | 7 |
-- power groups by stage --
stage / sequential, uW / combinational (uW) / clock [uW]
CTS: 177 / 475 / 87.8
global route: 187 / 537 / 91.5
finish: 179 / 477 / 86.7
-- final cells by class --
cell class	instances	area share, %
repair buffers	7	5.06
well taps	54	4.88
flip-flops and latches	12	21.7
clock buffers	4	3.97
multi-input cells	116	61.4
inverters	11	2.98
-- tightest hold or removal path, cell delays in order (launching register included) --
cell	delay [ns]
edfxtp_1	0.37
nor2_1	0.06
nor2_1	0.09
-- kinds of logic (layout without fill, tap and decap cells) --
| group | count (synthesis) | after routing | share of synthesized area, % |
|---|---|---|---|
| AOI/OAI and AO/OA | 41 | 41 | 26.4 |
| xor gates and xnor gates | 9 | 9 | 7.65 |
| adders and majority gates | 7 | 7 | 6.93 |
| buffers and inverters | 17 | 22 | 6.22 |
| DFF | 12 | 12 | 24.5 |
| muxes | 5 | 5 | 4.28 |
| and+or+nand+nor | 54 | 54 | 24.1 |
-- how the worst min path moves through the flow --
stage | start | to | slack (ns)
finish | TL2G | TL2G | 0.64
global route | TL2G | TL2G | 0.71
CTS | TL2G | TL2G | 0.65
-- registers in the layout, summed over array words and instances, names as in the netlist --
| register | count |
|---|---|
| TIMER | 6 |
| TL1G | 1 |
| TL1R | 1 |
| TL1Y | 1 |
| TL2G | 1 |
| TL2R | 1 |
| TL2Y | 1 |
-- per-stage QoR --
step	hold slack, ns	instance area [um2]
2_1_floorplan	0.556	1230
5_1_grt	0.709	1390
3_5_place_dp	0.636	1330
4_1_cts	0.649	1390
6_report	0.641	1390
3_3_place_gp	0.619	1330
Power figures rest on the tool's default switching activity, not on a simulated workload.
