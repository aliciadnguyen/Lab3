## flow/run.sh

```bash
#!/bin/bash
# OpenROAD 26Q1-2900-gdf79404cd8, Yosys 0.63+post, stock flow scripts
make -C /OpenROAD-flow-scripts/flow DESIGN_CONFIG=/design/flow/config.mk WORK_HOME=/design/flow/orfs finish
```

## flow/constraint.sdc

```tcl
current_design FSM_3

set clk_period 1.2
set clk_io_pct 0.2

create_clock -name clk0 -period $clk_period [get_ports {CLK}]

set non_clock_inputs [all_inputs -no_clocks]
set_input_delay [expr $clk_period * $clk_io_pct] -clock clk0 $non_clock_inputs
set_output_delay [expr $clk_period * $clk_io_pct] -clock clk0 [all_outputs]
```

## flow/design.v

```verilog
`timescale 1ns / 1ps
module FSM_3( D_in, RESET, CLK, REM );
	input D_in, RESET, CLK;
	output REM;
	reg [1:0] state;
	reg REM;
	initial begin
		state = 0;
	end
	always @( posedge CLK )
		begin
			if (RESET == 1) REM = 0;
			case (state)
				0 : 
					if (D_in == 0) begin
						state = 0;
						REM = 0;
					end else if (D_in == 1) begin
						state = 1;
						REM = 1;
					end
				1 : 
					if (D_in == 0) begin
						state = 2;
						REM = 1;
					end else if (D_in == 1) begin
						state = 0;
						REM = 0;
					end
				2 : 
					if (D_in == 0) begin
						state = 1;
						REM = 1;
					end else if (D_in == 1) begin
						state = 2;
						REM = 1;
					end
			endcase
		end
endmodule
```

## flow/config.mk

```make
export PLATFORM = sky130hd
export DESIGN_NAME = FSM_3
export DESIGN_NICKNAME = FSM_3
export VERILOG_FILES = /design/flow/design.v
export SDC_FILE = /design/flow/constraint.sdc
export NUM_CORES = 4
export LEC_CHECK = 1
export CORE_AREA = 10 10 70 70
export DIE_AREA = 0 0 80 80
```

==> flow_summary.yaml <==
# yosys + openroad results
placed_design:
  port_buffers: 3
  gp_congestion: 0.7160
  place_inst: 69
  dp_slack_ns: -0.2365
route:
  antenna_left: 0
  routed_wl_um: 441
  diodes: 0
  drt_iter0_drc: 3
  detail_route.first_pass.iterations: 2
  drcViolationCount: 0
  vias_per_cell: 2.227
  routedWlPerCell_um: 5.880
  dr_total_vias: 167
setup_path:
  start_kind: "register"
  worst_path_max_delay_cell: "or4_4"
  cp_max_fo: 3
  rr_startpoint: "state[1]"
  reg2reg_slack_ns: -0.20
  end_kind: "register"
  timing.critical_path.from: "state[1]"
  crit_type: "reg2reg"
  worst-r2r-cell-count: 3
  max_stage_delay_ns: 0.47
  critical_path.cell_chain: "inv_1, ha_2, or4_4"
  cp.required_ns: 1.18
  cp.arrival_ns: 1.38
  worst_r2r_endpoint: "REM"
  critPathCapture: "REM"
yosys:
  synthCells: 19
  ys_chip_area_um2: 198.9
  synthArstFlopShare_pct: 0
  avgSynthCellArea_um2: 10.47
  top_area_share_pct: 45.28
  synthDistinctLibCells: 9
  top_area_cell: "edfxtp_1"
  synth.ff_latch_count: 3
  postSynthSeqShare_pct: 45.28
  synth_area_um2: 198.9
  ys_top_cells_by_area: "edfxtp_1 45%, ha_1 25%, inv_1 7.5%, a21oi_1 5.0%, nand2_1 3.8%"
  ys_cells: 19
  edf_count: 3
  ys.flop_type: "edfxtp_1"
  ys.warnings.count: 1
  top_cells_by_count: "4 x ha_1, 4 x inv_1, 3 x edfxtp_1"
clock_tree:
  htreeDepth: 1
  cts_tree: "yes"
  clock_sinks: 3
  numCtsBuffers: 3
  clock.latency.late_pin_ns: 0.23
  cts-root-buf: "clkbuf_4"
  cts_max_path_buffers: 2
  clk_pin_slew_worst_paths_ns: 0.03
global_route:
  grt_usage_pct: 1.532
  grt_max_degree: 6
  grt.overflow.total: 0
  grt_pass1_wl_um: 786
  grt_pass1_vias: 204
  grt_antenna_before_repair: 0
final_layout:
  stdcell_count: 75
  nFillCells: 396
  postLayoutCoreUtil_pct: 10.40
  seqCellArea_um2: 90.09
  final_layout_size_suffix_gt1_share_pct: 41.38
  area_growth_pct: 78.62
  comb_area_um2: 115.1
pwr:
  ir_drop_v: 0.0002820
  finalPower_mw: 0.6854
  p_int_mw: 0.4686
  switchingPower_mw: 0.2168
  switching_share_pct: 31.63
  powerDensity_nw_per_um2: 1929
  pwr-share-seq_pct: 33.3
  combinationalPowerShare_pct: 41.5
  power.share.clock_pct: 25.2
  leakage_nw: 0.1351
final_timing:
  drv_slew: 0
  fin_tns_setup_ns: -0.4630
  final_hold_viol_count: 0
  fin_ws_ns: -0.2034
  period_needed_ns: 1.403
  slew_headroom_pct: 88.09
  rsz0062_at_grt: "yes"
  worst_pin_slew_ns: 0.1787
  finClkSkew_ns: 0.0003737
  clock.fmax_mhz: 712.5
  setup_violations: 5
  period_used_pct: 117.0
hold_path:
  min_delay_path_depth: 2
  holdCritPathClass: "in2reg"
status:
  violations: "setup timing"
  status: "complete, but fails checks"
floorplan:
  dieArea_um2: 6400
  fp.dieH_um: 80
  rows: 21
  coreArea_um2: 3416
  num_io_pins: 4
  initial_core_util_pct: 5.824
  die-width_um: 80
run:
  cap_violations: 0
  warnings: 31
[through the flow]
stage	cell area, um2	hold WS [ns]
5_1_grt	355.3	0.7184
3_3_place_gp	299.0	0.7605
4_1_cts	344.1	0.7026
6_report	355.3	0.7201
2_1_floorplan	203.9	0.4259
3_5_place_dp	299.0	0.7706
[area by class of cell]
cell class | instances | area share, %
Clock buffer | 4 | 7.394
Tap cell | 46 | 16.20
Inverter | 4 | 4.225
Sequential cell | 3 | 25.35
Multi-Input combinational cell | 12 | 32.39
Timing Repair Buffer | 6 | 14.44
[cells by family (layout without fill, tap and decap cells)]
group / after synthesis / in the layout / synth area share [%]
simple gates: 5 / 5 / 14.47
compound gates: 3 / 3 / 7.545
buf+inv: 4 / 14 / 7.545
fa+ha+maj: 4 / 4 / 25.16
flops: 3 / 3 / 45.28
[state kept, by name, summed over array words and instances, names as in the netlist]
| register | count |
|---|---|
| state | 2 |
| REM | 1 |
[power by group through the flow]
stage / clock, mW / sequential [mW] / combinational, mW
6_report: 0.173 / 0.228 / 0.284
5_1_grt: 0.201 / 0.235 / 0.326
4_1_cts: 0.183 / 0.227 / 0.245
[per-layer routing]
layer,up-vias,share of wire [%],global-route usage (%),wire (um)
li1,84,-,-,-
met1,79,46,1.405,203
met2,4,38,2.247,166
met3,0,16,1.477,72
met4,0,0,0.7042,0
met5,-,0,0,0
[cells in the final DEF (no fill, tap or decap), drive strengths merged]
| cell | n |
|---|---|
| a21oi | 2 |
| o21ai | 1 |
| nand2 | 2 |
| clkbuf | 4 |
| clkdlybuf4s50 | 2 |
| dlygate4sd2 | 1 |
| nand2b | 1 |
| inv | 4 |
| buf | 3 |
| nand3b | 1 |
| or4 | 1 |
| edfxtp | 3 |
| ha | 4 |
[critical path, delay by kind of cell (launching register included)]
kind,cells,cell delay [ns]
and+or+nand+nor,1,0.47
DFF,1,0.42
adders and majority gates,1,0.18
buffers and inverters,1,0.09
[how the worst min path moves through the flow]
stage / startpoint / end / slack [ns]
after CTS: RESET / REM / 0.70
after global routing: RESET / REM / 0.72
final: RESET / REM / 0.72
[what timing repair did]
| item | 4_1_cts | 5_1_grt |
|---|---|---|
| gates resized | 5 | 2 |
| setup buffers | 1 | 1 |
| pin swaps | 2 | 0 |
| setup endpoints to repair | 4 | 5 |
| hold buffers | 0 | 0 |
Power figures rest on the tool's default switching activity, not on a simulated workload.
